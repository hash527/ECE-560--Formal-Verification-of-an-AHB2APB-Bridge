==> /design/flow/design.v <==
module AHB_slave_interface(
                          input logic Hclk,Hresetn,Hwrite,Hreadyin,
                          input logic [1:0] Htrans,
                          input logic [31:0] Haddr,Hwdata,Prdata,
                          output logic valid,
                          output logic [31:0] Haddr1,Haddr2,Hwdata1,Hwdata2,Hrdata,
                          output logic Hwritereg,
                          output logic [2:0] tempselx,
                          output logic [1:0] Hresp);
	always_ff @(posedge Hclk)
		begin
			if (~Hresetn)
				begin
					Haddr1<=0;
					Haddr2<=0;
				end
			else
				begin
					Haddr1<=Haddr;
					Haddr2<=Haddr1;
				end
		end
	always_ff @(posedge Hclk)
		begin
			if (~Hresetn)
				begin
					Hwdata1<=0;
					Hwdata2<=0;
				end
			else
				begin
					Hwdata1<=Hwdata;
					Hwdata2<=Hwdata1;
				end
		end
	always_ff @(posedge Hclk)
		begin	
			if (~Hresetn)
				Hwritereg<=0;
			else
				Hwritereg<=Hwrite;
		end
	always_comb begin
			valid=0;
			if (Hresetn && Hreadyin && (Haddr>=32'h8000_0000 && Haddr<32'h8C00_0000) && (Htrans==2'b10 || Htrans==2'b11) )
				valid=1;
		end
	always_comb begin
			tempselx=3'b000;
			if (Hresetn && Haddr>=32'h8000_0000 && Haddr<32'h8400_0000)
				tempselx=3'b001;
			else if (Hresetn && Haddr>=32'h8400_0000 && Haddr<32'h8800_0000)
				tempselx=3'b010;
			else if (Hresetn && Haddr>=32'h8800_0000 && Haddr<32'h8C00_0000)
				tempselx=3'b100;
	end
assign Hrdata = Prdata;
assign Hresp = 2'b00;
endmodule
==> /design/flow/run.sh <==
#!/bin/bash
# OpenROAD 26Q1-2900-gdf79404cd8, Yosys 0.63+post, stock flow scripts
make -C /OpenROAD-flow-scripts/flow DESIGN_CONFIG=/design/flow/config.mk WORK_HOME=/design/flow/orfs finish
==> /design/flow/config.mk <==
export PLATFORM = sky130hd
export DESIGN_NAME = AHB_slave_interface
export DESIGN_NICKNAME = AHB_slave_interface
export VERILOG_FILES = /design/flow/design.v
export SDC_FILE = /design/flow/constraint.sdc
export NUM_CORES = 4
export LEC_CHECK = 1
export CORE_AREA = 10 10 154 154
export DIE_AREA = 0 0 164 164
==> /design/flow/constraint.sdc <==
current_design AHB_slave_interface

set clk_period 1.7
set clk_io_pct 0.2

create_clock -name clk0 -period $clk_period [get_ports {Hclk}]

set non_clock_inputs [all_inputs -no_clocks]
set_input_delay [expr $clk_period * $clk_io_pct] -clock clk0 $non_clock_inputs
set_output_delay [expr $clk_period * $clk_io_pct] -clock clk0 [all_outputs]
==> flow_summary.yaml <==
# yosys + openroad results
status:
  status: "finished clean"
die:
  die_x_um: 164
  io_pins: 269
  fp_util_pct: 18.6
  chip_area_mm2: 0.0269
  chipHeight_um: 164
  rows: 52
  core_region_area_mm2: 0.0203
final_timing:
  slew_headroom_pct: 56.3
  maxSlewViolCount: 0
  skew_ns: 0.00413
  hold_viol_final: 0
  min_period_ns: 1.64
  hold-worst-slack_ns: 0.272
  tightestPinTransition_ns: 0.656
  finalWorstSetupSlack_ns: 0.0643
  setup_violations: 0
  finalClockPeriodUsage_pct: 96.2
  rsz0062_at_grt: "false"
  max_freq_ghz: 0.611
worst_setup_path:
  crit_type: "in -> out"
  crit_chain: "dlygate4sd2_1 -> nand4bb_4 -> buf_6 -> a2111oi_4 -> buf_2"
  setup.worst_path.start: "Haddr[31]"
  crit_buf_inv: 3
  reg2reg_from: "Haddr1[23]"
  cp-end-kind: "primary output"
  required_ns: 1.36
  critPathArrivalTime_ns: 1.30
  crit_family: "buffers and inverters"
  worstSetupStartpointType: "input pin"
  crit_fanout: 3
  cp_slowest_stage_delay_ns: 0.26
  cp_slowest_cell: "dlygate4sd2_1"
placed_design:
  placed_area_mm2: 0.00582
  portBuffers: 201
  pre_cts_ws_ns: -0.544
  place_congestion: 0.768
  hpwl_mm: 8.50
cells_and_area:
  area_growth_pct: 70.6
  finish.instance_area_mm2: 0.00643
  layout-drive-gt1-share_pct: 9.13
  multiInputGateArea_um2: 933
  final-seq-area_mm2: 0.00258
  nFillCells: 2041
cts:
  clock-root-buffer: "clkbuf_16"
  cts_buffers: 17
  htreeDepth: 4
  clkTransAtPathRegs_ns: 0.06
  cts_tree: "built"
  cts.path.max_buffers: 2
  clkSinkCount: 129
  clk_latency_ns: 0.40
  holdBufCountCts: 0
logic_synthesis:
  synth-area-yosys_mm2: 0.00377
  yosys-stat-cells: 313
  syn_inst: 313
  synth.distinct_cells: 12
  synth_seq_share_pct: 68.5
  netlist_area_mm2: 0.00377
  logic_family: "simple AND/OR/NAND/NOR gates"
  yosys_warnings: 1
  ys_sh_adder_pct: 0
  aoi_share_pct: 0.398
  ys.flops: 129
  xor_share_pct: 0
  simple_gate_share_pct: 22.4
  syn_area_per_cell_um2: 12.0
  ys_sh_mux_pct: 0
flow_run:
  drv_cap: 0
  warnings: 26
power:
  power_frac_comb_pct: 7.9
  p_leak_uw: 0.00252
  p_sw_uw: 1500
  swShare_pct: 21.1
  pwr-share-clk_pct: 46.7
  finalPower_uw: 7100
  max-vdd-ir-drop_mv: 0.551
  powerDensity_mw_per_mm2: 1100
  seq_power_share_pct: 45.4
  p_int_uw: 5600
grt:
  grt.overflow.total: 0
  grt_use_total_pct: 7.88
  first_global_vias: 2821
  antenna_found_initial: 0
  grt_max_degree: 83
  grt_pass1_wl_mm: 16.5
hold_path:
  hold_class: "in -> reg"
  min_from: "Haddr[28]"
routing:
  first_iter_violations: 114
  via_count: 2617
  via_per_inst: 3.38
  wl_per_cell_um: 14.2
  drt_wl_total_mm: 11.0
  ant_nets: 0
  firstDrtPassIters: 4
  drc: 0
  diodes: 0
-- routing by layer --
| metal | up-vias | track usage (%) | part of all wire, % |
|---|---|---|---|
| li1 | 1278 | - | - |
| met1 | 1177 | 9.71 | 41 |
| met2 | 132 | 12.5 | 45 |
| met3 | 30 | 3.74 | 12 |
| met4 | 0 | 1.54 | 1.8 |
| met5 | - | 0 | 0 |
-- flip-flops by register name, summed over array words and instances, names as in the netlist --
| register | count |
|---|---|
| Haddr2 | 32 |
| Hwritereg | 1 |
| Haddr1 | 32 |
| Hwdata2 | 32 |
| Hwdata1 | 32 |
-- stage by stage --
step                      util (%)  std cells  TNS, ns
after floorplan                  -        314        0
after CTS                     31.6        774        0
after detailed placement      28.7        740    -5.14
after global routing          31.7        774        0
after global placement        28.7        740    -1.86
final                         31.7        774        0
-- placed cells by master, fill, tap and decap left out, drive strengths merged, types with 2 or more instances in the layout --
master,Yosys,routed
and2,129,129
clkdlybuf4s50,0,190
nor4b,2,2
dfxtp,129,129
clkbuf,12,19
dlygate4sd2,0,5
buf,36,10
conb,1,2
clkinv,0,11
-- kinds of logic after synthesis --
family,Yosys count
other cells,1
compound gates,1
buf+inv,48
flops,129
simple gates,134
-- worst paths after layout --
check	endpoint	slack (ns)	cells after the start
setup / recovery	valid	0.06	5
hold / removal	Haddr1[28]	0.27	3
setup reg to reg	Haddr2[23]	1.12	1
hold reg to reg	Haddr2[9]	0.46	1
-- cell usage after synthesis (all sizes together) --
cell     number  share of area, %
clkbuf       12               1.6
conb          1             0.099
nor4b         2              0.46
and2        129                21
nand2         1             0.099
a2111oi       1              0.40
nand4bb       1              0.30
buf          36               7.0
dfxtp       129                68
nor4          1              0.17
-- layout make-up --
type | count | area share (%)
multi-input combinational | 137 | 14.5
tap | 270 | 5.25
sequential | 129 | 40.1
clock inverter | 13 | 1.81
timing repair buffer | 207 | 31.6
clock buffer | 18 | 6.67
-- power by group through the flow --
stage | clock [uW] | combinational [uW] | sequential (uW)
finish | 3320 | 560 | 3220
global route | 3570 | 615 | 3240
CTS | 3440 | 576 | 3230
-- repair_timing --
action,4_1_cts,5_1_grt
endpoints found under the hold margin,0,0
setup endpoints to repair,4,2
pin swaps,4,1
gates resized,24,4
cloned,0,0
setup buffers,3,0
No activity file was given, so power comes from the tool's default toggle rates.
